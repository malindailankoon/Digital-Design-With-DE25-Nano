==> design.v <==
module fifo_sync#(
	parameter DATA_BITS = 8,
	parameter ADDR_BITS = 4
)(
	input logic [DATA_BITS-1:0] data_in,
	input logic clk, rst,
	input logic wr_en, rd_en,
	output logic [DATA_BITS-1:0] data_out,
	output logic empty, full
);
	localparam FIFO_DEPTH = 1 << ADDR_BITS;
	logic [DATA_BITS-1:0] memory [0:FIFO_DEPTH-1];
	logic [ADDR_BITS-1:0] current_wr_ptr, next_wr_ptr, current_wr_ptr_buff;
	logic [ADDR_BITS-1:0] current_rd_ptr, next_rd_ptr, current_rd_ptr_buff;
	logic fifo_full, fifo_empty, full_buff, empty_buff;
	logic write_enabled;
	always_ff @( posedge clk ) begin 
		if (write_enabled) memory[current_wr_ptr] <= data_in;
	end
	assign write_enabled = !fifo_full && wr_en;
	assign data_out = memory[current_rd_ptr];
	always_ff @(posedge clk, posedge rst) begin
		if (rst) begin
			current_rd_ptr <= 0;
			current_wr_ptr <= 0;
			fifo_empty <= 1'b1;
			fifo_full <= 1'b0;
		end
		else begin
			current_rd_ptr <= current_rd_ptr_buff;
			current_wr_ptr <= current_wr_ptr_buff;
			fifo_empty <= empty_buff;
			fifo_full <= full_buff;
		end
	end
	always_comb begin 
		next_rd_ptr = current_rd_ptr + 1;
		next_wr_ptr = current_wr_ptr + 1;
		current_rd_ptr_buff = current_rd_ptr;
		current_wr_ptr_buff = current_wr_ptr;
		full_buff = fifo_full;
		empty_buff = fifo_empty; 
		case ({wr_en, rd_en})
			2'b01: begin  
				if (!fifo_empty) begin
					current_rd_ptr_buff = next_rd_ptr;
					full_buff = 1'b0;
					if (next_rd_ptr == current_wr_ptr) empty_buff = 1'b1;
				end
			end
			2'b10: begin 
				if (!fifo_full) begin
					current_wr_ptr_buff = next_wr_ptr;
					empty_buff = 1'b0;
					if (next_wr_ptr == current_rd_ptr) full_buff = 1'b1;
				end
			end
			2'b11: begin  
				current_rd_ptr_buff = next_rd_ptr;
				current_wr_ptr_buff = next_wr_ptr; 
			end
		endcase
	end
	assign empty = fifo_empty;
	assign full = fifo_full;
endmodule   
==> run.sh <==
#!/bin/bash
# OpenROAD 26Q1-2900-gdf79404cd8, Yosys 0.63+post, stock flow scripts
make -C /OpenROAD-flow-scripts/flow DESIGN_CONFIG=/design/flow/config.mk WORK_HOME=/design/flow/orfs finish
==> config.mk <==
export PLATFORM = sky130hd
export DESIGN_NAME = fifo_sync
export DESIGN_NICKNAME = fifo_sync
export VERILOG_FILES = /design/flow/design.v
export SDC_FILE = /design/flow/constraint.sdc
export NUM_CORES = 4
export LEC_CHECK = 1
export CORE_UTILIZATION = 50
==> constraint.sdc <==
current_design fifo_sync

set clk_period 6.4
set clk_io_pct 0.2

create_clock -name clk0 -period $clk_period [get_ports {clk}]

set non_clock_inputs [all_inputs -no_clocks]
set_input_delay [expr $clk_period * $clk_io_pct] -clock clk0 $non_clock_inputs
set_output_delay [expr $clk_period * $clk_io_pct] -clock clk0 [all_outputs]
==> run summary <==
Notes on the flow outputs.

- The run finished with clean final reports.
- In this run, synthesis inferred 128 flip-flops with an integrated enable.
- The number of detailed-route iterations in the first pass is 6.
- The number of cells on the worst hold path is 2.
- For this run, the total global-route usage over all layers was measured as 22.3%.
- The total area inside the core boundary comes to 0.0109 sq mm.
- On the final layout, the worst clock skew is 7.06 ps.
- The number of clock buffers inserted by TritonCTS is 17.
- The via count of the first global-routing pass reads 3045.
- The height of the chip is 108 um.
- The average wire per cell in the routed design is 21.3 um.
- The worst supply voltage drop on vdd reads 206 uV.
- The chip occupies 0.0118 sq mm.
- The highest attainable clock frequency reads 240 MHz.
- The final setup violation count is 0.
- The cell area after technology mapping is 0.00566 sq mm.
- The path type of the worst setup path is flop to output port.
- The main area contributors are sky130_fd_sc_hd__edfxtp_1 68%, sky130_fd_sc_hd__mux2i_1 7.1%, sky130_fd_sc_hd__mux4_2 5.2%, sky130_fd_sc_hd__dfrtp_1 4.0%, sky130_fd_sc_hd__a22oi_1 2.1%.
- The worst reg2reg path depth is 4.
- The max-slew violation count reads 0.
- The post-CTS setup buffer count reads 0.
- The data arrival time of the critical path reads 2880 ps.
- Looking at area per cell type in the netlist, the leader is sky130_fd_sc_hd__edfxtp_1.
- The clock-pin slew reported for the worst setup and hold paths after clock tree synthesis is 50 ps.
- The post-cts resize count reads 0.
- The number of cells in Yosys stat is 318.
- The number of standard-cell rows in the floorplan reads 38.
- The most used flip-flop cell after synthesis is sky130_fd_sc_hd__edfxtp_1.
- The largest fanout on the critical path is 34.
- The warning total across the stage logs is 28.
- The area share of the leading cell type in the synthesized netlist is 67.9%.
- The largest single stage delay on the critical path is 690 ps.
- The worst slew slack as a fraction of its limit is 43.5%.
- Note that the worst hold path type here is flop to flop.
- The global placement routability congestion is 0.803.
- The insertion delay to the later sink of the worst-skew pair reads 400 ps.
- The type of element launching the critical path reads a flop.
- The worst-margin pin slew reads 845 ps.
- The post-layout instance area reads 0.00651 sq mm.
- Per the final timing report, the hold violations number 0.
- The number of violations of the max-capacitance limit reads 0.
- The number of antenna violations at the first check in global routing is 0.
- The final critical delay including setup and external delays is 4160 ps.
- The detailed placement HPWL is 6730 um.
- The number of distinct library cell variants in the gate-level netlist after synthesis reads 36.
- For reference, the critical path cell chain is buf_4 > mux2i_1 > a22oi_1 > nand3_1 > o21ai_1 > clkdlybuf4s50_1.
- The global-route wire length before repair is 16900 um.
- The post-detailed-placement cell area reads 0.00601 sq mm.
- STA classifies the critical path endpoint as an output port.
- Clock tree synthesis selected as its root buffer the cell sky130_fd_sc_hd__clkbuf_16.
- Dividing the final minimum period by the clock period gives 65.0%.
- The post-synth area from yosys stat reads 0.00566 sq mm.
- The clock tree from TritonCTS reads done.
- The most frequently used cell type in the post-synthesis netlist is sky130_fd_sc_hd__edfxtp_1.
- The cell count along the critical path reads 6.
- The antenna cell count reads 0.
- The maximum clock path buffer count is 2.
- The buffer-and-inverter tally for the worst setup path is 2.
- The number of port buffers reads 21.
- The static leakage power is 2.24 nW.
- The post-synthesis instance total reads 318.
- Across all register-to-register paths, the minimum setup slack is 4500 ps.
- The maximum number of pins on one net before global-route repair reads 35.
- The number of clock sinks is 138.
- The depth of the CTS H-tree reads 4.
- Per STA, the worst path accumulates the most delay in the family buffers and inverters.
- The worst endpoint required time reads 5120 ps.
- The layout cell share with drive strength beyond 1 is 14.8%.
- The via count normalized by instance count reads 5.67.
- In this run, the number of DRC markers left after iteration 0 of detailed routing was 144.
- A synthesized cell averages 17.8 sq um.
- The number of DRC violations after detailed routing reads 0.
- For this design the top-level I/O count stands at 22.
- By count the netlist is led by 128 x sky130_fd_sc_hd__edfxtp_1, 40 x sky130_fd_sc_hd__mux2i_1, 18 x sky130_fd_sc_hd__nor2_1.
- The area of combinational cells with multiple inputs reads 0.00143 sq mm.
- The total power divided by cell area reads 447 mW/mm^2.
- The accumulated negative setup slack is 0 ps.
- Before placement the cells fill 51.8% of the core.
- The number of synthesized register bits reads 138.
- The leftover overflow at the end of global routing is 0.
- The quantity of hold-fixing buffers added after cts reads 0.
- The number of fill cells is 795.
- The sequential area share after synthesis is 72.3%.
- The total area of sequential cells is 0.00410 sq mm.
- The total via count in the routed design reads 2865.
- Per the OpenROAD floorplan log, the width of the die is 108 um.
- The utilization after layout is 59.6%.
- The total wirelength of the detailed-routed design is 10800 um.
- The synthesis report lists the Yosys warning total as 1.
- For this run, asynchronously set or reset flops after synthesis account for 7.25%.
- Setup repair after global routing left no endpoint under its margin.
- The slowest stage of the critical path is the sky130_fd_sc_hd__dfrtp_2 cell.
- The number of nets with antenna violations after routing reads 0.
- The layout-stage area growth over the synthesis result reads 15.0%.
-- state kept, by name, indices dropped and copies added (netlist names) --
name            flops
fifo_empty          1
current_rd_ptr      4
current_wr_ptr      4
memory            128
fifo_full           1
-- final cells by class --
class                      count  share of cell area (%)
inverter                       6                   0.346
multi-input combinational    157                    21.9
timing repair buffer          32                    4.50
clock inverter                 9                   0.788
clock buffer                  23                    6.88
tap                          140                    2.69
sequential                   138                    62.9
-- per-stage QoR --
step | instances | hold slack [ps] | setup WS [ps] | power, mW
finish | 505 | 490 | 2240 | 2.91
global route | 505 | 514 | 2050 | 3.07
CTS | 505 | 498 | 2150 | 2.94
detailed placement | 473 | 490 | 2600 | 2.11
global placement | 473 | 490 | 2590 | 2.11
floorplan | 318 | 460 | 3810 | 1.83
-- worst register-to-register path, cell delays in order, from the launching register on --
cell and delay [ps]:
sky130_fd_sc_hd__dfrtp_1 450, sky130_fd_sc_hd__inv_1 120, sky130_fd_sc_hd__ha_1 150, sky130_fd_sc_hd__nand2_1 110, sky130_fd_sc_hd__nor2_1 680
-- final timing paths --
| check | startpoint | end |
|---|---|---|
| max | current_rd_ptr[2]$_DFFE_PP0P_ | data_out[3] |
| min | fifo_empty$_DFFE_PP1P_ | fifo_empty$_DFFE_PP1P_ |
| max reg2reg | current_wr_ptr[0]$_DFFE_PP0P_ | memory[12][5]$_DFFE_PP_ |
| min reg2reg | fifo_empty$_DFFE_PP1P_ | fifo_empty$_DFFE_PP1P_ |
| max in group asynchronous | rst | fifo_empty$_DFFE_PP1P_ |
| min in group asynchronous | rst | fifo_full$_DFFE_PP0P_ |
-- cell families after synthesis --
family / synth area share [%]
AND-OR/OR-AND: 3.53
XOR/XNOR: 2.32
adder cells (fa/ha/maj): 1.10
buffers and inverters: 2.52
flip-flops: 72.3
multiplexers: 14.0
AND/OR/NAND/NOR: 4.20
-- cell usage in the layout, fill, tap and decap left out, types with 3 or more instances in the layout --
master,count
sky130_fd_sc_hd__clkinv_2,4
sky130_fd_sc_hd__nand2_1,7
sky130_fd_sc_hd__mux4_2,13
sky130_fd_sc_hd__dfrtp_1,8
sky130_fd_sc_hd__mux4_1,3
sky130_fd_sc_hd__nor2_1,18
sky130_fd_sc_hd__clkdlybuf4s50_1,21
sky130_fd_sc_hd__mux2i_1,40
sky130_fd_sc_hd__clkbuf_1,6
sky130_fd_sc_hd__clkbuf_16,17
sky130_fd_sc_hd__nand3_1,10
sky130_fd_sc_hd__edfxtp_1,128
sky130_fd_sc_hd__ha_1,5
sky130_fd_sc_hd__buf_4,11
sky130_fd_sc_hd__xnor2_1,8
sky130_fd_sc_hd__xor2_1,7
sky130_fd_sc_hd__nand2b_1,4
sky130_fd_sc_hd__a22oi_1,16
sky130_fd_sc_hd__inv_1,6
sky130_fd_sc_hd__o21ai_1,8
-- metal layers --
metal	track usage, %	wire, um
met1	35.3	4390
met5	0	0
met4	3.09	138
met3	10.6	990
met2	33.0	5260
-- where the power goes --
part	switching (mW)	internal (mW)
sequential	0.110	1.10
clock	0.336	0.489
combinational	0.438	0.442
total	0.884	2.03
Power is estimated from default activity; no workload was simulated.
