--- config.mk ---
export PLATFORM = sky130hd
export DESIGN_NAME = debounce
export DESIGN_NICKNAME = debounce
export VERILOG_FILES = /design/flow/design.v
export SDC_FILE = /design/flow/constraint.sdc
export NUM_CORES = 4
export LEC_CHECK = 1
export CORE_AREA = 10 10 101 101
export DIE_AREA = 0 0 111 111
--- constraint.sdc ---
current_design debounce

set clk_period 5.5
set clk_io_pct 0.2

create_clock -name clk0 -period $clk_period [get_ports {clk}]

set non_clock_inputs [all_inputs -no_clocks]
set_input_delay [expr $clk_period * $clk_io_pct] -clock clk0 $non_clock_inputs
set_output_delay [expr $clk_period * $clk_io_pct] -clock clk0 [all_outputs]
--- design.v ---
module debounce#(
	parameter COUNTER_BITS = 18
)(
	input logic clk, rst,
	input logic btn,
	output logic db_level,  
	output logic db_tick  
);
	typedef enum logic [1:0] {
		zero,
		wait0,
		one,
		wait1
	} state_t;
	state_t current_state, next_state;
	logic [COUNTER_BITS-1:0] q_reg;
	logic [COUNTER_BITS-1:0] q_next;
	logic q_zero;
	logic q_load, q_dec;
	always_ff @(posedge clk, posedge rst) begin
		if (rst) begin
			current_state <= zero;
			q_reg <= 0;
		end
		else begin
			current_state <= next_state;
			q_reg <= q_next;
		end
	end
	assign q_next = (q_load) ? {COUNTER_BITS{1'b1}} :  
						 (q_dec) ? q_reg - 1 :  
						 q_reg;  
	assign q_zero = (q_next == 0);  
	always_comb begin
		next_state = current_state;
		q_load = 1'b0;
		q_dec = 1'b0;
		db_tick = 1'b0;
		db_level = 1'b0;
		case (current_state) 
			zero: begin
						db_level = 1'b0;
						if (btn) begin
							next_state = wait1;
							q_load = 1'b1;
						end
					end
			wait1: begin
						db_level = 1'b0;
						if (btn) begin
							q_dec = 1'b1;
							if (q_zero) begin
								next_state = one;
								db_tick = 1'b1;
							end
						end else next_state = zero;
					 end
			one: begin
				     db_level = 1'b1;
					  if (~btn) begin
					     q_dec = 1'b1;
						  if (q_zero) begin
						     next_state = zero;
						  end
					  end else next_state = one;
				  end
			default: next_state = zero;
		endcase
	end
endmodule
--- run.sh ---
#!/bin/bash
# OpenROAD 26Q1-2900-gdf79404cd8, Yosys 0.63+post, stock flow scripts
make -C /OpenROAD-flow-scripts/flow DESIGN_CONFIG=/design/flow/config.mk WORK_HOME=/design/flow/orfs finish
==> impl_metrics.ini <==
; physical design summary
[status]
status = completed

[yosys]
yosys_warnings = 1
ys_cells = 129
syn_area_sq_um = 1220
synth-area-yosys_sq_um = 1220
numSynthFlops = 21
synth.distinct_cells = 39
avgSynthCellArea_sq_um = 9.49
syn_inst = 129
ys_seq_share_pct = 43.0

[route]
met3_length_um = 99
drt-vias-per-instance = 3.97
totalWireLength_um = 2430
drc = 0
wire_per_inst_um = 10.1
antenna_left = 0
dr_total_vias = 957
drtPass1Iterations = 4
topRoutingLayerUsed = met4
wl_met2_um = 1150
diodes = 0
drt_iter0_markers = 28
met1Wirelength_um = 1160

[worst_hold_path]
min_from = q_reg[8]
hp-class = register to register
min_delay_path_depth = 2
hold-path-endpoint = q_reg[8]

[global_route]
grt_pass1_vias = 965
track_usage_pct = 4.12
grt_pass1_wl_um = 4490
grt_max_degree = 22
grt_overflow_total = 0
grt_antenna_before_repair = 0

[worst_setup_path]
required_ns = 4.40
reg2reg_to = current_state[2]
arrival_ns = 4.05
rr_worst_depth = 7
end_kind = primary output
start_kind = primary input
r2r_setup_slack_ns = 2.27
r2r_start = q_reg[8]
cp_max_fo = 13
crit_type = primary input to primary output

[final_timing]
fmax_mhz = 194
tightest_slew_ns = 0.365
period_needed_ns = 5.15
report.final.slew_viol_count = 0
hold-worst-slack_ns = 0.541
setup_viol = 0
setup_tns_ns = 0
slew_headroom_pct = 75.6
fin_crit_sh_pct = 93.6
skew_ns = 0.00486
hold_violations = 0
rsz0062_at_grt = false

[layout]
fill_cells = 889
largest_reg_flops = 18
layout_top_cell = dfrtp_1
drive_gt1_share_pct = 11.8
area_growth_pct = 17.6
final_cell_mix = 20 x dfrtp_1, 16 x nand2_1, 9 x xnor2_1, 8 x or3_1, 8 x nor2_1
mi_logic_area_sq_um = 647
seqCellArea_sq_um = 527

[placed_design]
numPortBuffers = 4
gp_congestion = 0.791
dp_hpwl_um = 1730

[floorplanning]
core.rowCount = 33
core_area_sq_um = 8130
ios = 5
die-width_um = 111
die_area_sq_um = 12300
initial_utilization_pct = 15.0
die_y_um = 111

[job]
warnings = 25
maxCapViolations = 0

[clocking]
clk_pin_slew_ns = 0.07
cts_tree = yes
clock-sinks = 21
numCtsBuffers = 3
cts.path.max_buffers = 2
clock_latency_ns = 0.26
ctsRootBufferMaster = clkbuf_8
hold_buffers = 0
cts_resized = 0
h-tree-depth = 1
post-cts-setup-buffers = 0

[power]
vdd_ir_drop_max_v = 0.000153
p_leak_nw = 0.424
p_per_area_nw_per_um2 = 234
[critical path: stages]
cell and delay (ns):
clkdlybuf4s50_1 0.50, mux2i_1 0.10, or3_4 0.46, nor4_1 0.27, xor2_1 0.13, or4_1 0.56
or3_4 0.37, nor2_1 0.09, clkdlybuf4s50_1 0.46
[layer usage]
layer	vias up	global-route usage (%)
met5	-	0
met4	0	0.434
met3	2	0.821
met2	22	6.88
met1	453	5.54
li1	480	-
[worst max-delay path by stage]
stage         slack, ns  endpoint  depth (start not counted)  from
CTS                0.35   db_tick                          9   btn
finish             0.35   db_tick                          9   btn
global route       0.13   db_tick                          9   btn
[metrics by stage]
stage	util [%]	area (sq um)	std cells	power (mW)	setup slack [ns]
CTS	17.7	1440	241	0.342	0.345
global placement	17.1	1390	237	0.239	0.417
finish	17.7	1440	241	0.337	0.353
detailed placement	17.1	1390	237	0.239	0.383
floorplan	-	1220	129	0.224	1.28
global route	17.7	1440	241	0.359	0.132
[final cells by class]
type	count	area share, %
timing repair buffer	8	4.87
clock buffer	4	3.13
sequential	21	36.6
tap	105	9.13
inverter	5	1.30
multi-input combinational	98	45.0
[synth_stat cells, drive strengths merged]
cell type / n / area share (%)
o2bb2ai: 1 / 0.72
nand4b: 2 / 1.4
nand2b: 1 / 0.51
and2: 1 / 0.51
o21ai: 6 / 2.5
or3b: 2 / 1.4
nand3b: 3 / 1.8
or4: 4 / 2.8
o31ai: 2 / 2.4
nor2: 8 / 2.5
dfstp: 1 / 2.1
or3: 10 / 5.9
mux2i: 3 / 2.5
nor3: 5 / 2.0
nand3: 3 / 1.6
xor2: 3 / 2.1
and3: 1 / 0.51
xnor2: 9 / 6.4
a21oi: 4 / 1.6
or2: 2 / 1.0
nand2: 16 / 4.9
a221o: 1 / 0.82
clkbuf: 2 / 0.61
nor4: 6 / 3.1
a31o: 1 / 0.72
a22oi: 1 / 0.61
buf: 3 / 1.9
dfrtp: 20 / 41
o22a: 1 / 0.72
ha: 1 / 1.0
o31a: 1 / 0.72
inv: 5 / 1.5
[logic make-up (layout without fill, tap and decap cells)]
kind of cell               count (synthesis)  count (layout)  share of synthesized area, %
and+or+nand+nor                           64              64                          30.1
DFF                                       21              21                          43.0
AOI/OAI and AO/OA                         18              18                          10.7
xor gates and xnor gates                  12              12                          8.59
buffers and inverters                     10              17                          4.09
muxes                                      3               3                          2.45
adders and majority gates                  1               1                          1.02
[power breakdown]
group	total, mW	internal (mW)	switching (mW)
Clock	0.101	0.0515	0.0491
Sequential	0.189	0.171	0.0176
Combinational	0.0472	0.0224	0.0247
Total	0.337	0.245	0.0914
Power is estimated from default activity; no workload was simulated.
