### design/flow/run.sh
#!/bin/bash
# OpenROAD 26Q1-2900-gdf79404cd8, Yosys 0.63+post, stock flow scripts
make -C /OpenROAD-flow-scripts/flow DESIGN_CONFIG=/design/flow/config.mk WORK_HOME=/design/flow/orfs finish
### design/flow/config.mk
export PLATFORM = sky130hd
export DESIGN_NAME = fifo_sync2
export DESIGN_NICKNAME = fifo_sync2
export VERILOG_FILES = /design/flow/design.v
export SDC_FILE = /design/flow/constraint.sdc
export NUM_CORES = 4
export LEC_CHECK = 1
export CORE_UTILIZATION = 30
### design/flow/constraint.sdc
current_design fifo_sync2

set clk_period 5.6
set clk_io_pct 0.2

create_clock -name clk0 -period $clk_period [get_ports {clk}]

set non_clock_inputs [all_inputs -no_clocks]
set_input_delay [expr $clk_period * $clk_io_pct] -clock clk0 $non_clock_inputs
set_output_delay [expr $clk_period * $clk_io_pct] -clock clk0 [all_outputs]
### design/flow/design.v
module fifo_sync2#(
	parameter DATA_BITS = 8,
	parameter ADDR_BITS = 4
)(
	input logic [DATA_BITS-1:0] data_in,
	input logic rst, clk, wr_en, rd_en,
	output logic [DATA_BITS-1:0] data_out,
	output logic full, empty
);
	localparam FIFO_DEPTH = (1<<ADDR_BITS);
	logic [DATA_BITS-1:0] memory [0:FIFO_DEPTH-1];
	logic [ADDR_BITS-1:0] wr_ptr, rd_ptr;
	logic [ADDR_BITS:0] counter;
	logic valid_write, valid_read;
	assign empty = ~|counter;  
	assign full = counter[ADDR_BITS];  
	assign valid_write = wr_en && !full;
	assign valid_read = rd_en && !empty;
	always_ff @(posedge clk, posedge rst) begin
		if (rst) begin
			counter <= '0;
			rd_ptr <= '0;
			wr_ptr <= '0;
		end
		else begin
			case ({valid_write , valid_read})
				2'b01: counter <= counter - 1;
				2'b10: counter <= counter + 1;
				default: counter <= counter; 
			endcase
			if (valid_write) begin
				memory[wr_ptr] <= data_in;
				wr_ptr <= wr_ptr + 1'b1;
			end
			if (valid_read) begin
				data_out <= memory[rd_ptr];
				rd_ptr <= rd_ptr + 1'b1;
			end
		end
	end
endmodule
==> flow_summary.yaml <==
# generated from flow reports
critical_path:
  crit_path_start_kind: "flop"
  crit_path_end_kind: "output pin"
  worstPathArrival_ns: 2.02
  critical_path_class: "reg2out"
  crit_fanout: 4
  critPathRequiredTime_ns: 4.48
layout:
  final_util_pct: 36.8
  comb_area_um2: 1500
  syn_to_final_growth_pct: 19.2
  register_area_um2: 4410
  fillers: 1867
  final_cell_mix: "edfxtp_1, nand2_1, nor2_1"
  drive_above_1_share_pct: 13.6
  mostFrequentLayoutCell: "edfxtp_1"
timing:
  final.min_clock_period_ns: 3.14
  min_period_over_period_pct: 56.1
  skew_ns: 0.00815
  hold_viol: 0
  slew_violations: 0
  setup_viol: 0
  tightest_slew_ns: 0.769
  timing.final.ws_setup_ns: 2.46
  max-slew-margin-rel_pct: 48.7
  finalSetupTns_ns: 0
  rsz0062_at_grt: "false"
  fmax_mhz: 318
route:
  drtIter0Drc: 368
  dr.pass1.iters: 5
  vias_per_cell: 4.99
  diodes: 0
  ant_nets: 0
  wl_um: 14000
  drc: 0
  num_vias: 3599
  wire_per_inst_um: 19.5
placement:
  dp_hpwl_um: 8320
  io_buffers: 21
  gp_congestion: 0.825
  pre_cts_ws_ns: 2.28
floorplan:
  fp_util_pct: 30.9
  core_um2: 19700
  die_h_um: 144
  rows: 51
  ios: 22
  die_w_um: 144
  chipArea_um2: 20800
power:
  fin_total_pwr_w: 0.00364
  cellPowerDensity_nw_per_um2: 503
  p_leak_nw: 2.40
  ir_worst_vdd_v: 0.000258
logic_synthesis:
  avgSynthCellArea_um2: 14.9
  ys_sh_xor_pct: 1.44
  mux_share_pct: 2.43
  yosys_warnings: 2
  ys_cells: 406
  simple_gate_share_pct: 6.50
  synth_chip_area_um2: 6070
  ys_top_logic_family: "AND-OR/OR-AND gates"
  syn_area_um2: 6070
  edf_count: 136
  ys.flop_type: "edfxtp_1"
  fa_ha_area_share_pct: 2.80
  yosysUniqueCellTypes: 47
  ys_async_sr_fraction_pct: 8.72
  yosysSeqAreaShare_pct: 72.7
  synthCells: 406
  aoi_share_pct: 11.5
  ys_seq_elements: 149
grt:
  grt_pass1_wl_um: 21100
  grt-ovfl-total: 0
  grt.total_usage_pct: 14.9
  first_global_vias: 3686
  antenna_found_initial: 0
  grt_max_degree: 51
cts:
  cts_tree: "built"
  hold_buffers: 0
  htreeDepth: 4
  root_buffer: "clkbuf_16"
  post_cts_buffers: 0
  cts_buffer_depth: 2
  cts_made_buffers: 17
  clk_latency_ns: 0.42
  clock_sinks: 149
  clk_pin_slew_ns: 0.06
  ctsResizeCount: 0
run:
  tool_warnings: 31
  drv_cap: 0
run_status:
  status: "finished clean"
worst_hold_path:
  hold_class: "reg2reg"
[flip-flops by register name, indices dropped and copies added (netlist names)]
signal	cells
counter	5
memory	128
wr_ptr	4
rd_ptr	4
data_out	8
[cell type report]
class / count / share of cell area (%)
inverter: 11 / 0.571
clock buffer: 19 / 5.99
sequential: 149 / 61.0
tap: 265 / 4.58
multi-input combinational: 220 / 20.7
timing repair buffer: 44 / 5.29
clock inverter: 13 / 1.92
[critical path: stages (launching register included)]
cell and delay (ns):
dfrtp_1 0.43, or4_1 0.60, nor2_1 0.11, clkdlybuf4s50_1 0.46
[logic make-up after synthesis]
kind of cell,after synthesis
xor+xnor,10
buf+inv,37
flops,149
compound gates,100
fa+ha+maj,13
mux,13
simple gates,84
[path summary, 6_finish.rpt]
| path | cells past startpoint | endpoint | from | slack (ns) |
|---|---|---|---|---|
| min in group asynchronous | 2 | counter[4]$_DFFE_PP0P_ | rst | 1.13 |
| min reg2reg | 1 | rd_ptr[0]$_DFFE_PP0N_ | rd_ptr[0]$_DFFE_PP0N_ | 0.54 |
| max | 3 | empty | counter[0]$_DFFE_PP0P_ | 2.46 |
| max reg2reg | 9 | counter[4]$_DFFE_PP0P_ | counter[0]$_DFFE_PP0P_ | 2.71 |
| min | 1 | rd_ptr[0]$_DFFE_PP0N_ | rd_ptr[0]$_DFFE_PP0N_ | 0.54 |
| max in group asynchronous | 2 | wr_ptr[3]$_DFFE_PP0N_ | rst | 4.11 |
[through the flow]
stage	hold slack, ns	instances	area [um2]
finish	0.536	721	7230
global route	0.573	721	7230
CTS	0.536	721	7230
detailed placement	0.519	689	6660
global placement	0.503	689	6660
floorplan	0.472	406	6070
[power breakdown]
part           internal (W)  total, W  switching, W  leakage [nW]
registers           0.00134   0.00141     0.0000691          1.38
clock network      0.000689   0.00110      0.000412         0.284
logic              0.000441   0.00113      0.000686         0.731
total               0.00247   0.00364       0.00117          2.40
[synthesized netlist by cell type, types with 4 or more instances]
cell type,number,area share [%]
a211oi_1,6,0.74
a21oi_1,18,1.5
a221oi_1,9,1.3
a222oi_1,6,0.99
a22oi_1,16,2.0
a31oi_1,8,0.82
buf_1,6,0.37
buf_2,7,0.58
clkbuf_1,11,0.68
dfrtp_1,13,5.4
edfxtp_1,136,67
ha_1,12,2.5
inv_1,10,0.62
mux2_2,4,0.74
mux2i_1,8,1.3
nand2_1,26,1.6
nand3_1,12,0.99
nand3b_1,4,0.49
nor2_1,24,1.5
nor3_1,4,0.33
o21ai_0,20,1.6
xnor2_1,9,1.3
[metal layers]
layer	share of wire, %	vias to the layer above	GRT usage [%]
met2	46	201	21.9
met1	40	1719	20.0
met5	0	-	0
li1	-	1656	-
met3	12	23	9.07
met4	1.6	0	2.33
Power figures rest on the tool's default switching activity, not on a simulated workload.
